==> ./constraint.sdc <==
current_design SYS_Master

set clk_period 7.6
set clk_io_pct 0.2

create_clock -name clk0 -period $clk_period [get_ports {SYS_clk}]

set non_clock_inputs [all_inputs -no_clocks]
set_input_delay [expr $clk_period * $clk_io_pct] -clock clk0 $non_clock_inputs
set_output_delay [expr $clk_period * $clk_io_pct] -clock clk0 [all_outputs]
==> ./config.mk <==
export PLATFORM = sky130hd
export DESIGN_NAME = SYS_Master
export DESIGN_NICKNAME = SYS_Master
export VERILOG_FILES = /design/flow/design.v
export SDC_FILE = /design/flow/constraint.sdc
export NUM_CORES = 4
export LEC_CHECK = 1
export CORE_UTILIZATION = 50
export SYNTH_HDL_FRONTEND = slang
export SYNTH_MEMORY_MAX_BITS = 65536
==> ./run.sh <==
#!/bin/bash
# OpenROAD 26Q1-2900-gdf79404cd8, Yosys 0.63+post, stock flow scripts
make -C /OpenROAD-flow-scripts/flow DESIGN_CONFIG=/design/flow/config.mk WORK_HOME=/design/flow/orfs finish
==> ./design.v <==
module SYS_Master(
  output [26:0] SYS_leds,
  input SYS_clk,
  input SYS_reset,
  input SYS_load,  
  input [31:0] SYS_pc_load,
  input [7:0] SYS_output_sel
);
  wire [10:0] control_unit_out;
  wire [4:0] Rd;  
  wire [31:0] data_temp_1, data_temp_2;
  wire [31:0] data_sign_extend;
  wire [31:0] alu_in_2;
  wire [3:0] control_alu;
  wire [31:0] alu_temp_result;
  wire [7:0] alu_temp_status;
  wire [31:0] data_memory_result;
  wire [31:0] final_result;
  wire [31:0] pc_addr;
  wire [31:0] instruction;
  wire [1:0] exception_sig;
  wire [31:0] pc_counter;
  reg [26:0] output_sel;
  assign SYS_leds = output_sel;
  always@(*) begin
	case(SYS_output_sel)
		8'd0: output_sel = instruction[26:0];
		8'd1: output_sel = data_temp_1[26:0];
		8'd2: output_sel = alu_temp_result[26:0];
		8'd3: output_sel = alu_temp_status;
		8'd4: output_sel = data_memory_result[26:0];
		8'd5: output_sel = control_unit_out;
		8'd6: output_sel = control_alu;
		8'd7: output_sel = pc_addr[26:0];
	endcase
  end
  pc pc (pc_addr, SYS_clk, SYS_reset, SYS_load, pc_counter, SYS_pc_load);
  branch branch (pc_counter, pc_addr, data_sign_extend,
	instruction[25:0], control_unit_out[10], control_unit_out[9], alu_temp_status[7]); 
  inst_mem i_mem (instruction, SYS_clk, pc_addr);
  control_unit control_unit (control_unit_out, instruction[31:26]);
  alu_control alu_control (control_alu, control_unit_out[5:4], 
	instruction[5:0]);
  mux_5 M1 (Rd, instruction[20:16], instruction[15:11],
	control_unit_out[0]);
  register_files reg_file(data_temp_1, data_temp_2, instruction[25:21], 
	instruction[20:16], Rd[4:0], control_unit_out[1], final_result[31:0], SYS_clk, SYS_reset);
  mux_32 M2 (alu_in_2, data_temp_2[31:0], data_sign_extend[31:0], 
	control_unit_out[2]);
  sign_extend sign_extend (data_sign_extend[31:0], instruction[15:0]);
  alu alu (alu_temp_result, alu_temp_status, data_temp_1, alu_in_2,
	control_alu[3:0]);
  error_handle exception(exception_sig, control_unit_out[3], control_unit_out[7],
	control_unit_out[6], alu_temp_status);
  data_memory data_mem (data_memory_result, alu_temp_result[31:0], 
	data_temp_2[31:0], control_unit_out[8], exception_sig[1], SYS_clk, SYS_reset);
  mux_32 M3 (final_result, data_memory_result[31:0],
	alu_temp_result[31:0], exception_sig[0]);
endmodule
module adder(
  output [31:0] pc_new,
  input [31:0] pc,
  input [31:0] address
);
  reg [31:0] pc_reg;
  reg [31:0] shift_result;
  assign pc_new = pc_reg;
  always@(*) begin
	shift_result = address <<2;
	pc_reg = pc + shift_result;
  end
endmodule
module alu(
  output [31:0] alu_result,
  output [7:0] alu_status,
  input signed [31:0] alu_operand_1, alu_operand_2,
  input  [3:0] alu_control
);
reg signed [32:0] out_signed, out_unsigned;
reg signed [63:0] mul_out;
reg [7:0] status;
assign alu_status = status;
assign alu_result = out_signed[31:0];
initial begin
	status[7:0] = 8'b0;
end
always @(*) begin 
	case(alu_control)
	4'b0010: begin  
		out_signed[32:0] = {alu_operand_1[31] , alu_operand_1[31:0]} + {alu_operand_2[31], alu_operand_2[31:0]};
		out_unsigned[32:0] = {1'b0, alu_operand_1[31:0]} + {1'b0, alu_operand_2[31:0]};
		if((out_signed[32] ^ out_signed[31]) == 1'b1) status[6] = 1'b1;  
		else begin    
			if (out_unsigned[32] == 1'b1) status[5] = 1'b1;  
			else status[5] = 1'b0;
		end
	end
	4'b0110: begin  
		out_signed[32:0] = {alu_operand_1[31] , alu_operand_1[31:0]} + (~{alu_operand_2[31], alu_operand_2[31:0]} + 1'b1);
		out_unsigned[32:0] = {1'b0, alu_operand_1[31:0]} + {1'b0, (~(alu_operand_2[31:0]) + 1'b1)};
		if((out_signed[32] ^ out_signed[31]) == 1'b1) status[6] = 1'b1;  
		else begin
			if(out_unsigned[32] == 1'b1) status[5] = 1'b1;  
			else status[5] = 1'b0;
		end
	end
	4'b0011: begin  
		mul_out = alu_operand_1 * alu_operand_2;
		if(mul_out > 2147483647 || mul_out < -214783648) status[6] = 1'b1;  
		else begin
		 	out_signed[31:0] = mul_out[31:0]; 
		end
	end
	4'b0100: begin  
		if(alu_operand_2 == 32'd0) 
			status[2] = 1'b1;
		else out_signed[31:0] = alu_operand_1 / alu_operand_2;
	end
	4'b0000: out_signed[31:0] = alu_operand_1 & alu_operand_2;  
	4'b0001: out_signed[31:0] = alu_operand_1 | alu_operand_2;  
	4'b0111: out_signed[31:0] = (alu_operand_1 < alu_operand_2) ? 32'd1 : 32'd0; 
	default: out_signed[31:0] = 32'bx;
	endcase
end
always@(*) begin
	if(status[6] == 1'b1 || status[3] == 1'b1 || status[2] == 1'b1)
		out_signed[31:0] = 32'bx;
	else begin
		if(out_signed[31] == 1'b1) status[4] = 1'b1;
		else if(out_signed[31:0] == 32'd0) status[7] = 1'b1;
	end
end
endmodule 
module alu_control(
  output [3:0] control,
  input [1:0] opcode,
  input [5:0] func
);
  reg [3:0] con;
  assign control = con;
  always @(*) begin
	  if (opcode == 2'b00) con = 4'b0010;  
	  else if (opcode == 2'b01) con = 4'b0110;  
	  else if (opcode == 2'b11) con = 4'b0111;  
	  else if (opcode == 2'b10) begin
		  case(func)
		  6'b100000: con = 4'b0010;  
		  6'b100010: con = 4'b0110;  
		  6'b100100: con = 4'b0000;  
		  6'b100101: con = 4'b0001;  
		  6'b101010: con = 4'b0111;  
		  6'b011010: con = 4'b0100;  
		  6'b011000: con = 4'b0011;  
		  default: con = 4'bxxxx;
		  endcase
	  end
	  else if (opcode == 2'bxx) con = 4'bxxxx;
  end 
endmodule
module branch(
  output [31:0] next_inst,
  input [31:0] address, sign_extend, 
  input [25:0] instruction,
  input jump_sig, branch_sig, alu_status
);
  wire after_and;
  wire [31:0] adder_4, adder_imme, adder_sign, mux;
  and (after_and, alu_status, branch_sig);
  adder Add1 (adder_4, address, 32'd1);
  adder Add2 (adder_imme, adder_4, {{6{instruction[25]}},instruction});
  adder Add3 (adder_sign, adder_4, sign_extend);
  mux_32 M1 (mux, adder_4, adder_sign, after_and);
  mux_32 M2(next_inst, mux, adder_imme, jump_sig);
endmodule
module control_unit(
  output [10:0] control_signal,
  input [5:0] opcode 
);
  reg [10:0] master_control;
  assign control_signal = master_control;
  initial begin
		master_control = 11'b0;
  end
  always@(*) begin
	case(opcode)
		6'b000000: begin
			master_control[10:7] = 4'b0;
			master_control[6] = 1'b1;
			master_control[5:4] = 2'b10;
			master_control[3:2] = 1'b0;
			master_control[1:0] = 2'b11;
		end
		6'b001000: begin
			master_control[10:7] = 4'b0;
			master_control[6] = 1'b1;
			master_control[5:4] = 2'b00;
			master_control[3] = 1'b0;
			master_control[2:1] = 2'b11;
			master_control[0] = 1'b0;
		end
		6'b001010: begin
			master_control[10:7] = 4'b0;
			master_control[6] = 1'b1;
			master_control[5:4] = 2'b11;
			master_control[3] = 1'b0;
			master_control[2:1] = 2'b11;
			master_control[0] = 1'b0;
		end
		6'b100011: begin
			master_control[10:9] = 2'b00;
			master_control[8] = 1'b1;
			master_control[7:6] = 2'b00;
			master_control[5:4] = 2'b00;
			master_control[3] = 1'b0;
			master_control[2:1] = 2'b11;
			master_control[0] = 1'b0;
		end
		6'b101011: begin
			master_control[10:8] = 2'b00;
			master_control[7] = 1'b1;
			master_control[6] = 1'bx;
			master_control[5:4] = 2'b00;
			master_control[3] = 1'b0;
			master_control[2] = 1'b1;
			master_control[1:0] = 1'bx;
		end
		6'b000100: begin
			master_control[10] = 1'b0;
			master_control[9] = 1'b1;
			master_control[8:7] = 2'b0;
			master_control[6] = 1'bx;
			master_control[5:4] = 2'b01;
			master_control[3:1] = 1'b0;
			master_control[0] = 1'bx;
		end
		6'b000010: begin
			master_control[10] = 1'b1;
			master_control[9:7] = 3'b0;
			master_control[6] = 1'bx;
			master_control[5:4] = 2'bxx;
			master_control[3:0] = 4'b0;
		end
		default: master_control[3] = 1'b1;
	endcase
  end
endmodule
module data_memory(
  output [31:0] data_out,
  input[31:0] address,
  input[31:0] data_in,
  input mem_read,
  input mem_write,
  input clk,
  input reset
);
  reg [31:0] data_memory [0:255];  
  assign data_out = (mem_read == 1'b1)? data_memory[address] : 32'bx;
  integer x;
  initial begin
	for(x = 0; x < 256; x = x + 1) begin
		data_memory[x] <= 32'd0;
	end
  end
  always@(posedge clk, posedge reset) begin
	if(reset == 1'b1) begin
		for(x = 0; x < 256; x = x + 1)
			data_memory[x] <= 32'd0;
	end
	else if(mem_write == 1'b1) data_memory[address] <= data_in;
  end
endmodule
module error_handle(
  output [1:0] exception_sig, 
  input pc_exception, mem_write, mem_2_reg,
  input [7:0] alu_status
);
  assign exception_sig[1] = (pc_exception == 1'b1 || alu_status[6] == 1'b1 || alu_status[3] == 1'b1 || alu_status[2] == 1'b1)? 1'b0 : mem_write;
  assign exception_sig[0] = (pc_exception == 1'b1 || alu_status[6] == 1'b1 || alu_status[3] == 1'b1 || alu_status[2] == 1'b1)? 1'bx : mem_2_reg; 
endmodule
module inst_mem(
  output [31:0]	imem_instruction,
  input  clk,
  input  [31:0] imem_pc
);
  reg [31:0] cmd [256:0];
  reg [31:0] new_instruction;
  assign imem_instruction = new_instruction;
  initial begin
	cmd[4] <= 32'b00100000000010000000000000001010;
	cmd[8] <= 32'b00100000000010010000000000000101;
	cmd[12] <= 32'b00000001001010000101000000100000;
	cmd[16] <= 32'b00000001010010000100100000100000;
	cmd[20] <= 32'b00100001001010010000000000010100;
	cmd[24] <= 32'b00000001001010100100000000100000;
	cmd[28] <= 32'b00000001000010100100100000100000;
	cmd[32] <= 32'b00000001000010010101000000100000;
	cmd[36] <= 32'b00100001010010000000000000001010;
	cmd[40] <= 32'b00100001010010100000000000001010;
	cmd[44] <= 32'b00000001010010000101000000100000;
	cmd[48] <= 32'b00000001000010100101100000101010;
	cmd[52] <= 32'b00000001010010000101100000101010;
	cmd[56] <= 32'b00000001001010000101000000100010;
	cmd[60] <= 32'b00100001010010100000000001010000;
	cmd[64] <= 32'b00000001000010010101100000100101;
	cmd[68] <= 32'b00000001000010010101100000100100;
	cmd[72] <= 32'b00101001010010110000000000001111;
	cmd[76] <= 32'b00100000000010000000000000001010;
	cmd[80] <= 32'b10101101000010000000000000000000;
	cmd[84] <= 32'b10001101000010010000000000000000;
	cmd[88] <= 32'b00100000000010000000000000000110;
	cmd[92] <= 32'b10001101000010010000000000000100;
	cmd[96] <= 32'b10101101000010010000000000000001;
	cmd[100] <= 32'b10101101000010010000000000000010;
	cmd[104] <= 32'b10001101000010000000000000000001;
	cmd[108] <= 32'b10001101000010100000000000000001;
	cmd[112] <= 32'b00100000000010000000000000001111;
	cmd[116] <= 32'b00100000000010010000000000001111;
	cmd[120] <= 32'b00010001000010010000000000000100;
	cmd[124] <= 32'bx;
	cmd[128] <= 32'bx;
	cmd[132] <= 32'bx;
	cmd[136] <= 32'bx;
	cmd[140] <= 32'b00001011111111111111111111011101;
  end
  always @(imem_pc) begin
	new_instruction[31:0] = cmd[imem_pc][31:0];
  end
endmodule 
module mux_32(
  output [31:0] out,
  input [31:0] in_1, in_2,
  input select
);
  reg [31:0] out_select;
  assign out = out_select;
  always@(*) begin
	casex(select) 
		1'b0: out_select = in_1;
		1'b1: out_select = in_2;
		1'bx: out_select = 32'bx;
	endcase
  end	
endmodule 
module mux_5(
  output [4:0] out,
  input [4:0] in_1,
  input [4:0] in_2,
  input select
);
  reg [4:0] out_select;
  assign out = out_select;
  always@(*) begin
	casex(select)
		1'b0: out_select = in_1;
		1'b1: out_select = in_2;
		1'bx: out_select = 5'bx;
	endcase
  end
endmodule
module pc(
  output [31:0]	imem_pc,
  input clk, reset, load,
  input [31:0] new_pc, pc_load
);
  reg [31:0] imem_instruction;
  assign imem_pc = imem_instruction;
  initial begin
	imem_instruction <= 32'b0;
  end
  always @(posedge clk, posedge reset) begin
	if(reset == 1'b1) imem_instruction <= 32'b0;
	else if(load == 1'b1) imem_instruction <= pc_load;
	else imem_instruction <= new_pc;
  end
endmodule 
module register_files(
  output [31:0] read_data_1,
  output [31:0] read_data_2,
  input [4:0]   read_register_1, 
  input [4:0]   read_register_2, 
  input [4:0]   write_register, 
  input         write_switch,
  input [31:0] write_data,
  input clk,
  input reset
);
  reg [31:0] reg_memory[31:0];
  assign read_data_1 = (read_register_1 == 5'd0) ? 32'd0 : reg_memory[read_register_1];
  assign read_data_2 = (read_register_2 == 5'd0) ? 32'd0: reg_memory[read_register_2];
  integer x;
  initial begin
  	for(x = 0; x < 32; x = x + 1) 
		reg_memory[x] <= 32'd0;  
  end
  always@(posedge clk, posedge reset) begin
	if(reset == 1'b1) begin
		for(x = 0; x < 32; x = x + 1)
			reg_memory[x] <= 32'd0;
	end
	else if(write_switch == 1) reg_memory[write_register] <= write_data;
  end
endmodule
module sign_extend(
  output [31:0] const_add_out,
  input [15:0] const_add
);
  reg [31:0] extended_out;
  assign const_add_out = extended_out;
  always@(*) begin
  	extended_out = {{16{const_add[15]}}, const_add};
  end
endmodule
==> GITHUB_STEP_SUMMARY <==
### Yosys + OpenROAD results

| Metric | Value |
|---|---|
| GRT Resource Usage Total | `0.272` |
| Post-CTS Resized | `0` |
| Synth Cell Area | `4600 sq um` |
| Pre-Repair DR Iteration Count | `17` |
| Initial antenna violation count | `0` |
| Worst Hold Depth | `1` |
| Combinational share of power | `0.819` |
| Largest net degree at the start of global routing | `45` |
| PD cells | `495 nW/um^2` |
| Synth area leader | `dfrtp_1` |
| Hold Buf Count CTS | `0` |
| CP cell instances | `inv_1 > ha_1 > inv_1 > mux2i_1 > mux4_2 > nor2b_1 > ha_1 > a211oi_1 > o21bai_1 > a21o_1 > a21oi_1 > a211oi_2 > o221ai_1 > a21boi_1 > mux2_1 > o22ai_1` |
| Routed len/inst | `15.8 um` |
| Max VDD drop | `318 uV` |
| Synth Instances | `594` |
| Seq pwr share | `0.147` |
| Cells in synth_stat.txt | `594` |
| Worst hold path endpoint | `pc.imem_pc[0]` |
| Dominant cell area share | `0.147` |
| Maximum single-stage delay on the critical path | `750 ps` |
| CP Max Fanout | `17` |
| WL final | `12.1 mm` |
| Die height | `98.0 um` |
| CP top delay family | `AND-OR/OR-AND gates` |
| Layout area overhead | `17.6%` |
| Req. time, crit path | `7820 ps` |
| Register pins left without a clock | `37` |
| Post-synth EDFFs | `0` |
| I/O pin cnt | `70` |
| H-tree levels | `1` |
| Status | `completed` |
| Final worst slack | `2760 ps` |
| Critical-path top delay cell | `dfrtp_1` |
| Slew Viols, Final | `0` |
| Core area | `8810 sq um` |
| Critical Path AT | `5060 ps` |
| Pint | `1.22 mW` |
| Worst flop-to-flop path endpoint | `pc.imem_pc[23]` |
| DRC Markers | `0` |
| Non-Filler Instances | `762` |
| Pre-CTS setup slack | `2830 ps` |
| Total number of vias | `4431` |
| 1st-iter DRT viols | `299` |
| Design Power | `2.68 mW` |
| Slew @ Worst Pin | `699 ps` |
| Syn avg cell area | `7.75 sq um` |
| Critical path class | `flop to flop` |
| Worst flop-to-flop path startpoint | `pc.imem_pc[3]` |
| CP bufs+invs | `2` |
| Root Driver | `clkbuf_8` |
| Placed Instances | `758` |
| Minimum clock period | `4840 ps` |
| Switching Fraction | `0.543` |
| Post-synth area hogs | `dfrtp_1 (15%), dlxtp_1 (12%), ha_1 (8.4%)` |
| First-pass GRT wire length | `20.3 mm` |
| OpenROAD warnings | `38` |
| Max_cap viols | `0` |
| Placer Congestion | `0.957` |
| Rows | `34` |
| Cycle use final | `0.637` |
| Setup crit end kind | `flop` |
| Reg2reg path depth | `16` |
| Die Wd | `98.0 um` |
| HPWL after DPL | `9.16 mm` |
| Grt ovf | `0` |
| Setup bufs post-CTS | `0` |
| LEAKAGE | `2.36 nW` |
| Die ar. | `9600 sq um` |
| Antenna cells | `0` |
| Reg2Reg Setup Slack | `2760 ps` |
| Number of setup violations in the final report | `0` |
| WP depth | `16` |
| Via density | `5.81` |
| Floorplan Utilization | `0.523` |
| Sw power | `1.46 mW` |
| Worst Setup Start Kind | `flop` |
| Post-DRT Antenna Nets | `0` |
| Hold crit path type | `flop to flop` |
| Warnings from Yosys | `64` |
| Fin. Hold Viols | `0` |
| Setup TNS | `0 ps` |
| Number of buffers created by CTS | `3` |
| Clk pwr share | `0.034` |
| Util after Layout | `0.615` |
| FFs w/ async S/R, synth | `0.422` |
| Distinct cells, synth | `72` |
| Unrepaired setup endpoints after global routing | `false` |
| Hold Crit Start | `pc.imem_pc[0]` |
| Fraction of layout cells with a size suffix above 1 | `0.0703` |
| Port bufs | `64` |
| Area reported by Yosys stat | `4600 sq um` |
| Longest Clk Path Bufs | `2` |
| Worst-skew pair later-pin latency | `290 ps` |
| Setup Skew | `8.21 ps` |
| Vias in the first global route | `4070` |
| Fmax | `207 MHz` |
| Endpoints left unconstrained | `64` |
| Max_slew headroom | `0.533` |
| Seq cells post-synth | `64` |
| CTS tree | `built` |
| Clock transition at path regs | `110 ps` |
| Main flop type | `dlxtp_1` |
==> sequential cells by signal (all words and copies together) (netlist names) <==
register	count
SYS_leds	27
control_unit.control_signal	10
pc.imem_pc	27
==> power by group through the flow <==
stage	Clock (mW)	Combinational (mW)	Sequential, mW
final	0.0922	2.20	0.393
after global routing	0.103	2.47	0.407
after CTS	0.0979	2.19	0.390
==> cell usage after synthesis, types with 7 or more instances <==
| library cell | number |
|---|---|
| nor2_1 | 52 |
| xnor2_1 | 26 |
| nor2b_1 | 10 |
| a21o_1 | 12 |
| mux2_2 | 13 |
| nand2_1 | 81 |
| ha_1 | 31 |
| dlxtp_1 | 37 |
| a22o_1 | 8 |
| a21oi_1 | 48 |
| nand3_1 | 11 |
| and3_1 | 7 |
| o21ai_0 | 43 |
| clkbuf_1 | 21 |
| nor3_1 | 11 |
| nand4_1 | 8 |
| dfrtp_1 | 27 |
| inv_1 | 24 |
| xor2_1 | 14 |
| a211oi_1 | 10 |
==> through the flow <==
step | hold WS (ps) | cell area [sq um]
after detailed placement | 500 | 5370
after floorplan | 481 | 4640
after CTS | 528 | 5420
final | 525 | 5420
after global placement | 495 | 5370
after global routing | 551 | 5420
==> metal layers <==
metal / vias to the layer above / routed length, um / GRT usage
li1: 2235 / - / -
met1: 2059 / 5920 / 0.435
met2: 131 / 5310 / 0.420
met3: 6 / 747 / 0.0327
met4: 0 / 79 / 0.0245
met5: - / 0 / 0
==> placed cells by master, fill, tap and decap left out, types with 11 or more instances in the layout <==
cell	synthesis	routed
ha_1	31	31
inv_1	24	24
nand3_1	11	11
mux2_2	13	13
nor2_1	52	51
o21ai_0	43	43
clkdlybuf4s50_1	0	63
xor2_1	14	14
nand2_1	81	81
dlxtp_1	37	37
xnor2_1	26	26
dfrtp_1	27	27
a21oi_1	48	48
a21o_1	12	12
nor3_1	11	11
==> cells by family (layout without fill, tap and decap cells) <==
family	count (synthesis)	count (layout)	share of synthesized area
AND-OR/OR-AND	177	177	0.250
XOR/XNOR	40	40	0.0761
adder cells (fa/ha/maj)	32	32	0.0886
buffers and inverters	52	103	0.0465
flip-flops	27	27	0.147
latches	37	37	0.121
multiplexers	22	22	0.0571
other	1	10	0.000814
AND/OR/NAND/NOR	206	206	0.214
==> worst max-delay path by stage <==
| stage | startpoint | endpoint | slack (ps) |
|---|---|---|---|
| 4_1_cts | pc.imem_pc[3] | pc.imem_pc[23] | 2810 |
| 6_report | pc.imem_pc[3] | pc.imem_pc[23] | 2760 |
| 5_1_grt | pc.imem_pc[3] | pc.imem_pc[23] | 2290 |
==> layout make-up <==
cell class | instances | area, sq um
clock buffers | 3 | 41.3
clock inverters | 1 | 7.51
well taps | 108 | 135
fillers | 803 | 3390
inverters | 25 | 93.8
repair buffers | 74 | 711
multi-input cells | 487 | 3200
flip-flops and latches | 64 | 1230
Power is estimated from default activity; no workload was simulated.
